$ cat design/flow/run.sh
#!/bin/bash
# OpenROAD 26Q1-2900-gdf79404cd8, Yosys 0.63+post, stock flow scripts
make -C /OpenROAD-flow-scripts/flow DESIGN_CONFIG=/design/flow/config.mk WORK_HOME=/design/flow/orfs finish
$ cat design/flow/config.mk
export PLATFORM = sky130hd
export DESIGN_NAME = rv32i
export DESIGN_NICKNAME = rv32i
export VERILOG_FILES = /design/flow/design.v
export SDC_FILE = /design/flow/constraint.sdc
export NUM_CORES = 4
export LEC_CHECK = 1
export CORE_UTILIZATION = 50
$ cat design/flow/constraint.sdc
current_design rv32i

set clk_period 69.9
set clk_io_pct 0.2

create_clock -name clk0 -period $clk_period [get_ports {clk}]

set non_clock_inputs [all_inputs -no_clocks]
set_input_delay [expr $clk_period * $clk_io_pct] -clock clk0 $non_clock_inputs
set_output_delay [expr $clk_period * $clk_io_pct] -clock clk0 [all_outputs]
$ cat design/flow/design.v
module ALU (
    input [31:0] srcA,       
    input [31:0] srcB,       
    input [2:0] ALUControl,  
    output reg [31:0] result  
);
    always @(*) begin
        case (ALUControl)
            3'b000: result = srcA + srcB;       
            3'b001: result = srcA - srcB;       
            3'b010: result = srcA & srcB;       
            3'b011: result = srcA | srcB;       
            3'b101: result = ($signed(srcA) < $signed(srcB)) ? 32'b1 : 32'b0;  
            default: result = 32'b0;            
        endcase
    end
endmodule
module aluDeco(
    input [1:0] aluOp,
    input [2:0] func3,
    input func7,
    output reg [2:0] aluControl
);
    always @(*) begin
        case (aluOp)
            2'b00: aluControl = 3'b000;  
            2'b01: aluControl = 3'b001;  
            2'b10: begin
                case (func3)
                    3'b000: aluControl = (func7 == 1'b0) ? 3'b000 : 3'b001;  
                    3'b010: aluControl = 3'b101;  
                    3'b110: aluControl = 3'b011;  
                    3'b111: aluControl = 3'b010;  
                    default: aluControl = 3'b000;  
                endcase
            end
            default: aluControl = 3'b000; 
        endcase
    end
endmodule
module BR #(parameter N = 32) (
    input clk,
    input [4:0] a1, a2, a3,     
    input [N-1:0] wd3,          
    input we,                    
    output [N-1:0] rd1, rd2,     
    output [N-1:0] reg_x5,
    output [N-1:0] reg_x6,
    output [N-1:0] reg_x7,
    output [N-1:0] reg_x8,
    output [N-1:0] reg_x9,
    output [N-1:0] reg_x18
);
    reg [N-1:0] regFile [0:31];  
    assign reg_x5 = regFile[5];
    assign reg_x6 = regFile[6];
    assign reg_x7 = regFile[7];
    assign reg_x8 = regFile[8];
    assign reg_x9 = regFile[9];
    assign reg_x18 = regFile[18];
    integer i;
    initial begin
        for (i = 0; i < 32; i = i + 1) begin
            regFile[i] = {N{1'b0}};
        end
    end
    assign rd1 = regFile[a1];
    assign rd2 = regFile[a2];
    always @(posedge clk) begin
        if (we && a3 != 0) begin   
            regFile[a3] <= wd3;
        end
    end
endmodule
module dataPath (
    input clk,
    input reset,
    input [31:0] instr,        
    input [31:0] readData,     
    output [31:0] pc,          
    output [31:0] aluResult,   
    output [31:0] writeData,   
    output memWrite,           
    output [31:0] reg_x5,
    output [31:0] reg_x6,
    output [31:0] reg_x7,
    output [31:0] reg_x8,
    output [31:0] reg_x9,
    output [31:0] reg_x18
);
    wire [31:0] pcNext, pcPlus4, pcBranch;
    wire [31:0] immExt;
    wire [31:0] srcA, srcB, writeDataReg;
    wire [2:0] aluControl;
    wire [1:0] immSrc;
    wire aluSrc, regWrite, pcSrc, branch, resSrc;
    PC pcReg (
        .clk(clk),
        .reset(reset),
        .pcNext(pcNext),
        .pc(pc)
    );
    assign pcPlus4 = pc + 4;
    BR regFile (
        .clk(clk),
        .a1(instr[19:15]),
        .a2(instr[24:20]),
        .a3(instr[11:7]),
        .wd3(writeDataReg),
        .we(regWrite),
        .rd1(srcA),
        .rd2(writeData),
        .reg_x5(reg_x5),
        .reg_x6(reg_x6),
        .reg_x7(reg_x7),
        .reg_x8(reg_x8),
        .reg_x9(reg_x9),
        .reg_x18(reg_x18)
    );
    SE signExt (
        .instr(instr),
        .src(immSrc),
        .immExt(immExt)
    );
    Mux2x1 muxALUSrc (
        .e1(writeData),
        .e2(immExt),
        .sel(aluSrc),
        .salMux(srcB)
    );
    ALU alu (
        .srcA(srcA),
        .srcB(srcB),
        .ALUControl(aluControl),
        .result(aluResult)
    );
    assign pcBranch = pc + immExt;
    Mux2x1 muxPCSrc (
        .e1(pcPlus4),
        .e2(pcBranch),
        .sel(pcSrc),
        .salMux(pcNext)
    );
    Mux2x1 muxResSrc (
        .e1(aluResult),
        .e2(readData),
        .sel(resSrc),
        .salMux(writeDataReg)
    );
    UC controlUnit (
        .reset(reset),
        .op(instr[6:0]),
        .func3(instr[14:12]),
        .func7(instr[30]),
        .zero(aluResult == 0),
        .pcSrc(pcSrc),
        .branch(branch),
        .resSrc(resSrc),
        .memWrite(memWrite),
        .aluSrc(aluSrc),
        .regWrite(regWrite),
        .aluControl(aluControl),
        .immSrc(immSrc)
    );
endmodule
module DM #(
    parameter N = 32   
)(
    input clk,                   
    input [4:0] addressDM,       
    input [N-1:0] wd,            
    input we,                    
    output [N-1:0] rd            
);
    reg [N-1:0] mem [31:0];  
    integer i;
    initial begin
        for (i = 0; i < 32; i = i + 1) begin
            mem[i] = {N{1'b0}};   
        end
    end
    assign rd = mem[addressDM];
    always @(posedge clk) begin
        if (we) begin
            mem[addressDM] <= wd;
        end
    end
endmodule
module mainDeco(
    input reset,                 
    input [6:0] op,
    output reg branch,            
    output reg resSrc,            
    output reg memWrite,          
    output reg aluSrc,            
    output reg regWrite,          
    output reg [1:0] immSrc,      
    output reg [1:0] aluOp        
);
    always @(*) begin
        if (reset) begin
            branch = 1'b0;
            resSrc = 1'b0;
            memWrite = 1'b0;
            aluSrc = 1'b0;
            regWrite = 1'b0;
            immSrc = 2'b00;
            aluOp = 2'b00;
        end
        else begin    
        case(op)
            7'b0000011: begin  
                regWrite = 1;
                immSrc = 2'b00;
                aluSrc = 1;
                memWrite = 0;
                resSrc = 1;
                branch = 0;
                aluOp = 2'b00;
            end
            7'b0100011: begin  
                regWrite = 0;
                immSrc = 2'b01;
                aluSrc = 1;
                memWrite = 1;
                resSrc = 0;
                branch = 0;
                aluOp = 2'b00;
            end
            7'b0110011: begin  
                regWrite = 1;
                immSrc = 2'b00;
                aluSrc = 0;
                memWrite = 0;
                resSrc = 0;
                branch = 0;
                aluOp = 2'b10;
            end
            7'b0010011: begin  
                regWrite = 1;    
                immSrc = 2'b00;  
                aluSrc = 1;      
                memWrite = 0;    
                resSrc = 0;      
                branch = 0;      
                aluOp = 2'b00;   
            end
            7'b1101111: begin  
                regWrite = 1;    
                immSrc = 2'b11;  
                aluSrc = 0;      
                memWrite = 0;    
                resSrc = 0;      
                branch = 1;      
                aluOp = 2'b00;   
            end
            7'b1100011: begin  
                regWrite = 0;
                immSrc = 2'b10;
                aluSrc = 0;
                memWrite = 0;
                resSrc = 0;
                branch = 1;
                aluOp = 2'b01;
            end
            default: begin
                branch = 0;
                resSrc = 0;
                memWrite = 0;
                aluSrc = 0;
                regWrite = 0;
                immSrc = 2'b00;
                aluOp = 2'b00;
            end
        endcase
        end
    end
endmodule
module Mux2x1 (
    input [31:0] e1,     
    input [31:0] e2,     
    input sel,           
    output [31:0] salMux  
);
    assign salMux = sel ? e2 : e1;  
endmodule
module PC #(parameter N = 32) (
    input clk,
    input reset,
    input [N-1:0] pcNext,
    output reg [N-1:0] pc
);
    always @(posedge clk ) begin
        if (reset)
            pc <= 32'hfffffffc;  
        else
            pc <= pcNext;
    end
endmodule
module rom (
    input reset,
    input [4:0] address,
    output reg [31:0] data
);
    reg [31:0] memory [0:31];
    initial begin
        memory[0] = 32'h00300413;  
        memory[1] = 32'h00100493;  
        memory[2] = 32'h01000913;  
        memory[3] = 32'h009462b3;  
        memory[4] = 32'h00947333;  
        memory[5] = 32'h009403b3;  
        memory[6] = 32'h40940e33;  
        memory[7] = 32'h40848eb3;  
        memory[8] = 32'h00942f33;  
        memory[9] = 32'h0084afb3;  
        memory[10] = 32'h01d4afb3;  
        memory[11] = 32'h00100293;  
        memory[12] = 32'h00000313;  
        memory[13] = 32'h01228863;  
        memory[14] = 32'h005282b3;  
        memory[15] = 32'h00130313;  
        memory[16] = 32'hff5ff06f;  
        memory[17] = 32'h000004b3;  
        memory[18] = 32'h00000293;  
        memory[19] = 32'h00a00313;  
        memory[20] = 32'h00628863;  
        memory[21] = 32'h008484b3;  
        memory[22] = 32'h00128293;  
        memory[23] = 32'hff5ff06f;  
        memory[24] = 32'h00802023;  
        memory[25] = 32'h00902223;  
        memory[26] = 32'h01202423;  
        memory[27] = 32'h00002283;  
        memory[28] = 32'h00402303;  
        memory[29] = 32'h00802383;  
        memory[30] = 32'h00000000;
        memory[31] = 32'h00000000;
    end
       always @(*) begin
        if (!reset)   
            data = memory[address];
        else
            data = 32'h00000000;   
    end
endmodule
module rv32i (
    input clk,
    input reset,
    output [31:0] pc,         
    output [31:0] aluResult,  
    output [31:0] writeData,  
    output memWrite,           
    output [31:0] reg_x5,
    output [31:0] reg_x6,
    output [31:0] reg_x7,
    output [31:0] reg_x8,
    output [31:0] reg_x9,
    output [31:0] reg_x18
);
    wire [31:0] instr;
    wire [31:0] readData;
    rom instructionMemory (
        .reset(reset),
        .address(pc[6:2]),
        .data(instr)
    );
    DM dataMemory (
        .clk(clk),
        .addressDM(aluResult[6:2]),   
        .wd(writeData),
        .we(memWrite),
        .rd(readData)
    );
    dataPath dp (
        .clk(clk),
        .reset(reset),
        .instr(instr),
        .readData(readData),
        .pc(pc),
        .aluResult(aluResult),
        .writeData(writeData),
        .memWrite(memWrite),
        .reg_x5(reg_x5),
        .reg_x6(reg_x6),
        .reg_x7(reg_x7),
        .reg_x8(reg_x8),
        .reg_x9(reg_x9),
        .reg_x18(reg_x18)    
    );
endmodule
module SE(
    input [31:0] instr,
    input [1:0] src,
    output [31:0] immExt
);
reg [31:0] immaux;
always @(*)
begin
    case(src)
        2'b00:   
        begin
            immaux = {{20{instr[31]}}, instr[31:20]};
        end
        2'b01:   
        begin
            immaux = {{20{instr[31]}}, instr[31:25], instr[11:7]};
        end
        2'b10:   
        begin
            immaux = {{19{instr[31]}}, instr[31], instr[7], instr[30:25], instr[11:8], 1'b0};
        end
        2'b11:   
        begin
            immaux = {{12{instr[31]}}, instr[19:12], instr[20], instr[30:21], 1'b0};
        end
        default: immaux = 32'b0;
    endcase
end
assign immExt = immaux;
endmodule
module UC(
    input reset,               
    input [6:0] op,            
    input [2:0] func3,         
    input func7,               
    input zero,                
    output pcSrc,              
    output branch,             
    output resSrc,             
    output memWrite,           
    output aluSrc,             
    output regWrite,           
    output [2:0] aluControl,   
    output [1:0] immSrc        
);
    wire [1:0] aluOp;
    mainDeco mainDecoder (
        .reset(reset),
        .op(op),
        .branch(branch),
        .resSrc(resSrc),
        .memWrite(memWrite),
        .aluSrc(aluSrc),
        .regWrite(regWrite),
        .immSrc(immSrc),
        .aluOp(aluOp)
    );
    aluDeco aluDecoder (
        .aluOp(aluOp),
        .func3(func3),
        .func7(func7),
        .aluControl(aluControl)
    );
    assign pcSrc = (branch & zero) |                
               (op == 7'b1101111);                   
endmodule
==> impl_metrics.yaml <==
# synthesis and place-and-route metrics
logic_synthesis:
  area_leaders: "edfxtp_1 62%, mux4_2 6.6%, nand2_1 4.6%"
  edf_count: 2048
  async_flop_share_pct: 0
  yosysChipArea_um2: 99300
  syn_area_per_cell_um2: 13.2
  synth_area_leader_cell: "edfxtp_1"
  synth_seq_share_pct: 63.0
  yosysMostFrequentCell: "edfxtp_1"
  ff_type: "edfxtp_1"
  ys_warn_count: 8
  ys.flops: 2103
  yosysCellCount: 7518
  yosysUniqueCellTypes: 101
  synth_cells: 7518
  top_cell_area_share_pct: 61.9
  synth_area_um2: 99300
  top_cells_by_count: "2048 x edfxtp_1, 1215 x nand2_1, 414 x a211oi_1"
floorplan:
  die_w_um: 448
  core_area_um2: 197000
  io_pins: 291
  chip_area_um2: 200000
  floorplanUtilization_pct: 50.3
  die_y_um: 448
  rows: 163
drt:
  highest_layer: "met5"
  vias: 68182
  wl_met3_um: 54200
  met1_length_um: 117000
  dr_wl_met2_um: 161000
  final_antenna_net_count: 0
  drc_errors: 0
  wl_per_cell_um: 33.1
  drt_iter0_drc: 5079
  via_per_inst: 6.41
  first_pass_iters: 8
  totalWireLength_um: 352000
sta:
  fmax_mhz: 27.5
  max_slew_margin_pct: 25.2
  slew_violations: 0
  holdWs_ps: 503
  skew_ps: 54.1
  setup_violations: 0
  worst_pin_slew_ps: 1110
  period_used_pct: 52.0
  fin_crit_ps: 36340
  rsz0062_at_grt: "false"
  hold_viol: 0
  tns_ps: 0
  layout_setup_ws_ps: 33560
worst_hold_path:
  min_path_cells: 2
  hold_class: "register to register"
place:
  place.port_buffers: 290
  dp_worst_setup_slack_ps: 33510
  dp_hpwl_um: 223000
  routabilityCongestion: 0.963
clocking:
  ctsHoldBuffers: 0
  cts_root_buf: "clkbuf_16"
  postCtsSetupBuffers: 0
  cts_buffers: 213
  cts_tree: "done"
  clk_pin_slew_ps: 60
  clock_path_buffers: 3
  clock_latency_ps: 890
  post_cts_resized: 0
  h-tree-depth: 4
  cts.sinks: 2103
run_status:
  status: "complete, no violations"
critical_path:
  required_ps: 55920
  ff2ff_path_depth: 26
  crit_fanout: 34
  worstPathArrival_ps: 22360
  cp-end-kind: "output pin"
  criticalPathCategory: "primary input to output pin"
  startpoint_type: "primary input"
global_routing:
  antenna_found_initial: 7
  grt_max_degree: 136
  grt_pass1_vias: 69701
  grt_pass1_wl_um: 499000
  track_usage_pct: 38.9
  grt-ovfl-total: 0
finish:
  regArea_um2: 62600
  logic_area_um2: 35100
  drive_gt1_share_pct: 15.0
  area_growth_pct: 14.4
  utilization_pct: 57.5
  fillers: 15337
job:
  tool_warnings: 105
  max-cap-violations: 0
==> metal layers <==
metal	vias to the layer above	global-route usage (%)
li1	29644	-
met1	33605	50.4
met2	4100	55.3
met3	793	24.5
met4	40	14.9
met5	-	3.93
==> worst paths after layout <==
check | end | slack (ps) | startpoint
setup / recovery | aluResult[31] | 33560 | reset
hold reg to reg | dp.pcReg.pc[31]$_SDFF_PP1_ | 500 | dp.pcReg.pc[31]$_SDFF_PP1_
setup reg to reg | register | 58720 | register
hold / removal | dp.pcReg.pc[31]$_SDFF_PP1_ | 500 | dp.pcReg.pc[31]$_SDFF_PP1_
==> logic make-up (layout without fill, tap and decap cells) <==
family                   Yosys count  after routing  share of synthesized area, %
AND-OR/OR-AND                   1444           1444                          10.1
adder cells (fa/ha/maj)          146            146                          1.86
flip-flops                      2103           2103                          63.0
AND/OR/NAND/NOR                 2313           2313                          10.4
buffers and inverters            704           1148                          2.70
XOR/XNOR                          69             69                         0.608
multiplexers                     738            738                          11.3
other                              1             34                       0.00378
==> critical path, cell delays in order <==
cell and delay [ps]:
buf_2 280, buf_4 320, nor2b_4 280, buf_4 560
buf_4 540, buf_4 560, buf_4 470, mux4_2 550
mux4_2 480, mux2i_1 160, inv_1 90, buf_4 250
nand2_1 160, ha_1 490, inv_1 120, nor4_1 400
o311ai_1 270, nand4_1 250, nor3b_1 80, o41ai_1 830
mux2i_1 330, nand3_1 140, clkdlybuf4s50_1 570
==> layout by cell type, fill, tap and decap left out, drive strengths merged, types with 18 or more instances in the layout <==
master / n
dfxtp: 55
nand2b: 22
clkbuf: 265
o21ai: 99
o211ai: 37
xor2: 20
clkdlybuf4s50: 289
xnor2: 49
buf: 302
ha: 143
nor2b: 161
clkinv: 102
a311oi: 108
nand3: 346
nand4: 18
mux2i: 320
o21a: 20
o22ai: 109
nor3: 87
mux2: 128
conb: 32
nor2: 265
o221ai: 75
a31o: 36
a31oi: 72
a21oi: 307
a211oi: 416
a21o: 31
nand2: 1215
and3: 111
or3: 20
mux4: 290
inv: 172
edfxtp: 2048
==> metrics by stage <==
stage	std cells	cell area [um2]
3_5_place_dp	10241	107000
5_1_grt	10634	114000
6_report	10635	114000
2_1_floorplan	7549	99500
3_3_place_gp	10241	107000
4_1_cts	10633	114000
==> registers in the layout, indices dropped and copies added (netlist names), named ones only <==
| signal | count |
|---|---|
| dataMemory.mem | 1024 |
| dp.pcReg.pc | 32 |
| dp.regFile.regFile | 1024 |
==> cell type report <==
class	instances	area share, %
antenna	2	0.00441
clock buffer	265	4.96
clock inverter	127	0.973
inverter	165	0.561
multi-input combinational	4742	30.9
sequential	2103	55.1
tap	2640	2.91
timing repair buffer	591	4.58
