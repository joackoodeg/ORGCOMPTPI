==> flow/design.v <==
module Adder (
    input [31:0] op1,   
    input [31:0] op2,   
    output [31:0] res   
);
    assign res = op1 + op2;  
endmodule
==> flow/run.sh <==
#!/bin/bash
# OpenROAD 26Q1-2900-gdf79404cd8, Yosys 0.63+post, stock flow scripts
make -C /OpenROAD-flow-scripts/flow DESIGN_CONFIG=/design/flow/config.mk WORK_HOME=/design/flow/orfs finish
==> flow/config.mk <==
export PLATFORM = sky130hd
export DESIGN_NAME = Adder
export DESIGN_NICKNAME = Adder
export VERILOG_FILES = /design/flow/design.v
export SDC_FILE = /design/flow/constraint.sdc
export NUM_CORES = 4
export LEC_CHECK = 1
export CORE_AREA = 10 10 107 107
export DIE_AREA = 0 0 117 117
==> flow/constraint.sdc <==
current_design Adder

set clk_period 18.1
set clk_io_pct 0.2

create_clock -name clk0 -period $clk_period

set non_clock_inputs [all_inputs -no_clocks]
set_input_delay [expr $clk_period * $clk_io_pct] -clock clk0 $non_clock_inputs
set_output_delay [expr $clk_period * $clk_io_pct] -clock clk0 [all_outputs]
==> Slide: Implementation Results <==
Run Summary

Outcome
  • Status: finished, final reports clean

STA
  • Slew headroom: approximately three fifths
  • Crit path time final: 10.23 ns
  • Max Freq: 97.7 MHz
  • Final Cycle Share: 56.5%
  • Setup_tns: 0 ns
  • Setup violators final: 0
  • Slew Viols, Final: 0
  • Least-Margin Pin Slew: 0.562 ns
  • Final Hold Vio Count: 0
  • Hold Slack: 8.27 ns
  • RSZ-0062 raised after global routing: false

Global routing
  • First-pass GRT wire length: 10.2 mm
  • Vias in the first global route: 2103
  • Total track usage: 8.95%
  • Overflow after GRT: 0
  • Initial antenna violation count: 0
  • Largest net degree at the start of global routing: 11

Routing
  • Routed len/inst: 14.6 um
  • Routed Antenna Nets: 0
  • Diode count: 0
  • DRC: 0
  • Iter 0 DRT Violations: 83
  • Detailed Route WL: ~6.4 mm
  • Total number of vias: around 2100
  • Avg Vias per Cell: 4.85
  • DR pass1 iterations: 6

Final layout
  • Synth-to-Final Area Change: 60.5%
  • Finished Layout Cells: roughly 440
  • Reg area: 0 um^2
  • Number of clock buffers in the layout: 0
  • Seq_cells: 0
  • Layout cell share with drive strength beyond 1: 3.07%

Power and ir drop
  • Sequential power share: 0%
  • P_sw: 44.2 uW
  • Sw frac: 40.7%
  • Combinational fraction of design power: roughly 100%
  • Worst VDD drop: 0.0000152 V
  • Power Internal: 64.5 uW
  • P_leak: 0.00118 uW
  • Clk pwr share: 0%
  • Cell Pwr Density: ~39 nW/um^2

Synthesis
  • Synth Cell Area: roughly 1700 um^2
  • Post-synth cell types: about 50
  • Synth Area in XOR/XNOR: between 10% and 20%
  • Complex Gates by Area: 39.3%
  • Mapped Cells: 241
  • Simple Share, Synth: 18.3%
  • Number of cells in Yosys stat: ~240
  • Post-Syn Area per Cell: 7.24 um^2
  • FA/HA/MAJ Cells, Area Fraction: 23.4%
  • Post-synth seq share: 0%
  • Yosys chip area: 1740 um^2
  • Top logic family: AND-OR/OR-AND gates
  • Area fraction in mux cells: 1.15%
  • Yosys warnings: 0

Placement
  • Final Wtd Congestion: roughly 0.83
  • Post-DP HPWL: 5.60 mm
  • IO buf count: 96
  • Placed Instances: 437

Floorplanning
  • Die height: 117 um
  • Chip Area: about 14000 um^2
  • Die span in x: between 100 and 150 um
  • Number of placement rows: 35
  • Top Ports: 96
  • Fp util: 19.0%
  • Core Footprint: 9200 um^2

Critical path
  • Required time of the critical path: 14.48 ns
  • Max FO, Critical Path: 4
  • CP Launch Type: input port
  • CP startpoint: op1[0]
  • Critical Path AT: 6.61 ns
  • Critical Path Sink Type: primary output
  • WS Path Type: input port to primary output

Worst hold path
  • Min-delay src: op2[0]
  • Hold crit path type: input port to primary output

CTS
  • Setup Buffers After CTS: 0
  • Post-cts sizing count: 0
  • Hold Buf Count CTS: 0

Job
  • Tool warning count: 32
  • Max_cap viols: 0
[synth_stat cells (2+ instances only)]
cell	count	area, um^2
nand4_1	8	50.1
nand2_1	18	67.6
a211oi_1	3	22.5
a311oi_1	2	17.5
o21a_1	2	15.0
o21bai_1	4	30.0
nor3_1	4	20.0
o21ai_0	13	65.1
mux2i_1	2	20.0
inv_1	6	22.5
a31oi_1	3	18.8
clkbuf_1	8	30.0
nor2_1	12	45.0
nand2b_1	2	12.5
xnor2_1	13	114
nand3_1	10	50.1
ha_1	31	388
o221ai_1	2	17.5
or2_2	3	18.8
xor2_1	15	131
buf_2	2	10.0
a21o_1	19	143
a21oi_1	29	145
o311ai_1	2	17.5
o211ai_1	3	22.5
[kinds of logic after synthesis]
kind of cell,Yosys count
adder cells (fa/ha/maj),32
XOR/XNOR,28
AND/OR/NAND/NOR,65
buffers and inverters,17
multiplexers,2
AND-OR/OR-AND,97
[power groups by stage]
stage                 combinational [uW]  sequential, uW  clock [uW]
after CTS                            110               0           0
after global routing                 121               0           0
final                                109               0           0
[metal layers]
layer | up-vias | global-route usage, % | wire, um
met3 | 2 | 3.04 | 661
met2 | 63 | 15.1 | 2880
met5 | - | 0 | 0
met1 | 963 | 11.4 | 2840
li1 | 1092 | - | -
met4 | 0 | 0.247 | 14
[cells in the final DEF, fill, tap and decap left out, types with 8 or more instances in the layout]
master	count
a21oi_1	29
xnor2_1	13
xor2_1	15
nand2_1	18
nor2_1	12
clkdlybuf4s50_1	96
ha_1	31
o21ai_0	13
nand4_1	8
a21o_1	19
nand3_1	10
[worst paths after layout]
kind  endpoint  slack, ns  cells after the start
min     res[0]       8.27                      3
max    res[26]       7.87                     11
[metrics by stage]
| stage | util (%) | setup WS (ns) | cell area, um^2 | total power, uW |
|---|---|---|---|---|
| after global routing | 30.4 | 7.70 | 2800 | 121 |
| after floorplan | - | 9.03 | 1740 | 51.3 |
| after CTS | 30.4 | 7.87 | 2800 | 110 |
| after detailed placement | 30.4 | 7.87 | 2800 | 109 |
| final | 30.4 | 7.87 | 2800 | 109 |
| after global placement | 30.4 | 7.88 | 2800 | 109 |
[critical path, stage by stage]
cell,delay [ns]
clkdlybuf4s50_1,0.41
ha_1,0.24
fa_1,0.40
a21o_1,0.22
a31o_2,0.28
nand3_1,0.09
o221ai_1,0.24
a311oi_1,0.36
o21bai_1,0.11
xor2_1,0.14
clkdlybuf4s50_1,0.50
[cell type report]
class	count	area, um^2
inverters	6	22.5
well taps	111	139
repair buffers	96	961
fillers	985	6400
multi-input cells	224	1680
Power figures rest on the tool's default switching activity, not on a simulated workload.
